`design/flow/config.mk`:
```
export PLATFORM = sky130hd
export DESIGN_NAME = PWM
export DESIGN_NICKNAME = PWM
export VERILOG_FILES = /design/flow/design.v
export SDC_FILE = /design/flow/constraint.sdc
export NUM_CORES = 4
export LEC_CHECK = 1
export CORE_UTILIZATION = 40
```
`design/flow/constraint.sdc`:
```
current_design PWM

set clk_period 7.3
set clk_io_pct 0.2

create_clock -name clk0 -period $clk_period [get_ports {clock}]

set non_clock_inputs [all_inputs -no_clocks]
set_input_delay [expr $clk_period * $clk_io_pct] -clock clk0 $non_clock_inputs
set_output_delay [expr $clk_period * $clk_io_pct] -clock clk0 [all_outputs]
```
`design/flow/design.v`:
```
module Counter(  
  input         clock,  
  output [31:0] io_out  
);
  reg [31:0] count;  
  reg [31:0] _RAND_0;
  wire [32:0] _T_10;  
  assign _T_10 = count + 32'h1;  
  assign io_out = count;  
  always @(posedge clock) begin
    count <= _T_10[31:0];
  end
endmodule
module Counter_1(  
  input        clock,  
  output [3:0] io_out  
);
  reg [3:0] count;  
  reg [31:0] _RAND_0;
  wire [4:0] _T_10;  
  assign _T_10 = count + 4'h1;  
  assign io_out = count;  
  always @(posedge clock) begin
    count <= _T_10[3:0];
  end
endmodule
module PWM(  
  input        clock,  
  input        reset,  
  input        io_inc_duty,  
  input        io_dec_duty,  
  output       io_led_clk,  
  output       io_led,  
  output [3:0] io_duty_counter  
);
  wire  Counter_clock;  
  wire [31:0] Counter_io_out;  
  wire  Counter_1_clock;  
  wire [3:0] Counter_1_io_out;  
  reg [4:0] speed;  
  reg [31:0] _RAND_0;
  wire  _T_21;  
  wire [5:0] _T_23;  
  wire [4:0] _T_24;  
  wire  _T_26;  
  wire [5:0] _T_28;  
  wire [5:0] _T_29;  
  wire [4:0] _T_30;  
  wire [4:0] _GEN_0;  
  wire [31:0] _T_31;  
  Counter Counter (  
    .clock(Counter_clock),
    .io_out(Counter_io_out)
  );
  Counter_1 Counter_1 (  
    .clock(Counter_1_clock),
    .io_out(Counter_1_io_out)
  );
  assign _T_21 = io_inc_duty == 1'h0;  
  assign _T_23 = speed + 5'h1;  
  assign _T_24 = _T_23[4:0];  
  assign _T_26 = io_dec_duty == 1'h0;  
  assign _T_28 = speed - 5'h1;  
  assign _T_29 = $unsigned(_T_28);  
  assign _T_30 = _T_29[4:0];  
  assign _GEN_0 = _T_26 ? _T_30 : speed;  
  assign _T_31 = Counter_io_out >> speed;  
  assign io_led_clk = _T_31[0];  
  assign io_led = io_duty_counter < 4'h8;  
  assign io_duty_counter = Counter_1_io_out;  
  assign Counter_clock = clock;  
  assign Counter_1_clock = io_led_clk;  
  always @(posedge clock) begin
    if (_T_21) begin
      speed <= _T_24;
    end else begin
      if (_T_26) begin
        speed <= _T_30;
      end
    end
  end
endmodule
```
`design/flow/run.sh`:
```
#!/bin/bash
# OpenROAD 26Q1-2900-gdf79404cd8, Yosys 0.63+post, stock flow scripts
make -C /OpenROAD-flow-scripts/flow DESIGN_CONFIG=/design/flow/config.mk WORK_HOME=/design/flow/orfs finish
```
==> changes_impl.md <==
### Changed

* CP endpoint kind: output port
* Routed WL per cell at 12.23 um
* Final worst path period share at 0.5060
* Mapped Area at 0.001962 sq mm
* Row count at 25
* Vias in the first global route at about 1300
* Vias per cell at about 5.0
* Clk_skew at approximately 0.0049 ns
* 1st-iter DRT viols at 34
* Share of cells above drive strength 1 at 0.06436
* Crit Path Category: reg -> out
* GRT Residual Overflow at 0
* CTS root buf: clkbuf_8
* Total CTS buffers at 5
* Register pins left without a clock at 4
* Slew HR at 0.5856
* First-pass GRT wire length at 5940 um
* IO Pins at 10
* Synthesized area per cell at 10.38 sq um
* Tool Warnings at 26
* Most common logic cell in the routed design: dfxtp_1
* Routability congestion estimate from global placement at between 0.7 and 0.8
* RSZ-0062 raised after global routing: no
* Mapped Cells at about 190
* Post-synthesis sequential area ratio at 0.4439
* P_leak at between 0.0008 and 0.0009 uW
* Peak supply drop at between 0.0001 and 0.00015 V
* Dominant logic cell types in the final layout: dfxtp_1 (36), xnor2_1 (27), mux2i_1 (16), nand3_1 (14), nand2_1 (14)
* Post-synth cell types at 33
* Total power at 573.7 uW
* Initial antenna violation count at 0
* Routed Antenna Nets at 0
* Hold Crit Class: reg -> reg
* CP arrival at about 2.2 ns
* Fp util at 0.4154
* CTS resizes at 0
* Run status: complete, no violations
* Critical path launch point type: flip-flop
* DIE HEIGHT at about 72 um
* Crit-path max FO at 18
* Yosys reg bits at ~40
* Core Footprint at about 0.0047 sq mm
* Final min period at 3.694 ns
* Endpoints left unconstrained at 9
* Total track usage at 0.1481
* Antenna diodes at 0
* Pwr dens at between 200 and 300 mW/mm^2
* Yosys Warn Count at 3
* Clk Latency, worst-skew pair at roughly 0.28 ns
* Cts hold-fix bufs at 0
* Largest net degree at the start of global routing at 19
* Area reported by Yosys stat at 0.001962 sq mm
* Setup bufs post-CTS at 0
* Filler cell count at ~430
* Clock Tree Buf Depth at 2
* Area growth syn-to-layout at 13.01%
* First-pass iteration count of the detailed router at 4
* Peak Freq at between 200 and 300 MHz
* Die area at roughly 0.0052 sq mm
* Final setup viols at 0
* Utilization of the core after routing at 0.4694
* H-tree depth at 2
* Port-buffer cells at 8
* DRC viols at 0
* Max-cap violations at 0
* Yosys cell count at about 190
* Worst Path Required at roughly 5.8 ns
* CTS tree: built
* Clk pin slew, worst setup/hold paths at 0.07 ns
* WL final at between 3000 and 4000 um
* Least-Margin Pin Slew at between 0.6 and 0.7 ns
* Final tally of max-slew violations at 0
* Vias at around 1300
* Die X at 72.04 um
* Final Hold Viols at 0
* Setup Total Neg Slack at 0 ns
* HPWL after detailed placement at 2445 um
-- where the power goes --
group | switching (uW) | internal [uW]
Combinational | 71.8 | 74.3
Sequential | 13.6 | 246
Clock | 67.6 | 101
Total | 153 | 421
-- logic make-up (layout without fill, tap and decap cells) --
group	after synthesis	in the layout	share of synthesized area
AND-OR/OR-AND	13	13	0.04464
adder cells (fa/ha/maj)	6	6	0.04209
AND/OR/NAND/NOR	64	64	0.1984
multiplexers	16	16	0.08163
XOR/XNOR	36	36	0.1607
buffers and inverters	13	26	0.02870
flip-flops	41	41	0.4439
-- flip-flops by register name, indices dropped and copies added, names as in the netlist --
register,flops
Counter.count,32
Counter_1.count,4
speed,5
-- layer usage --
layer  GRT usage  share of wire
met5           0              0
met4     0.02397          0.020
met3     0.02958          0.021
met2      0.2222           0.45
met1      0.2356           0.51
-- final cells by class --
cell class / instances / area (sq um) / area share
multi-input combinational: 135 / 1035 / 0.4667
sequential: 41 / 870.8 / 0.3928
timing repair buffer: 9 / 87.58 / 0.03950
tap: 67 / 83.83 / 0.03781
clock buffer: 6 / 72.57 / 0.03273
clock inverter: 2 / 33.78 / 0.01524
inverter: 9 / 33.78 / 0.01524
-- path summary, 6_finish.rpt --
kind | from | endpoint | slack, ns | cells after the start
max reg2reg | Counter.count[0]$_DFF_P_ | Counter.count[30]$_DFF_P_ | 5.41 | 6
min reg2reg | Counter.count[0]$_DFF_P_ | Counter.count[0]$_DFF_P_ | 0.44 | 1
max | speed[1]$_DFFE_PP_ | io_led_clk | 3.61 | 7
min | Counter.count[0]$_DFF_P_ | Counter.count[0]$_DFF_P_ | 0.44 | 1
-- cells in the mapped netlist --
master    count  area (sq um)
nor3_1        1         5.000
buf_4         1         7.510
a22oi_1       4         30.03
xnor2_1      27         236.5
fa_1          1         20.02
nand4_4       1         21.27
nand4_1       8         50.05
and2_0        1         6.260
buf_2         3         15.01
a311o_1       1         10.01
dfxtp_1      36         720.7
nand2_1      14         52.55
a21o_1        2         15.01
nor3b_4       1         18.77
nand2b_1      1         6.260
and4_1        2         17.52
and2_1        2         12.51
nand4b_1      1         8.760
nor2b_1       2         12.51
edfxtp_1      5         150.1
ha_1          5         62.56
mux2i_1      16         160.2
inv_1         9         33.78
nand3_1      14         70.07
nor4_4        1         21.27
and3_1        6         37.54
nor2_1        6         22.52
a21oi_1       5         25.02
xor2_1        9         78.83
and4_2        1         10.01
nand3_2       1         10.01
nand2_2       1         6.260
a211oi_1      1         7.510
-- critical path, cell delays in order, from the launching register on --
cell and delay, ns:
edfxtp_1 0.32, buf_4 0.29, mux2i_1 0.25, a22oi_1 0.11, nand4b_1 0.11, a21oi_1 0.04, a311o_1 0.40, clkdlybuf4s50_1 0.43
-- per-stage QoR --
stage / worst slack (ns) / hold slack (ns) / area, sq um / instances
3_5_place_dp: 3.901 / 0.4306 / 2111 / 261
2_1_floorplan: 4.342 / 0.3935 / 1962 / 189
4_1_cts: 3.575 / 0.4477 / 2217 / 269
6_report: 3.606 / 0.4389 / 2217 / 269
3_3_place_gp: 3.903 / 0.4134 / 2111 / 261
5_1_grt: 3.436 / 0.4668 / 2217 / 269
Power and IR drop assume default switching activity.
